<file path="flow/design.v">
`default_nettype none
`timescale 1ns/1ns
module pc #(
    parameter data_mem_data_bits = 8,
    parameter prog_mem_addr_bits = 8
) (
    input  logic clk,
    input  logic reset,
    input  logic enable,
    input  logic [2:0] core_state,
    input  logic [2:0] dec_nzp,
    input  logic [data_mem_data_bits-1:0] dec_imm,
    input  logic nzp_write_en,
    input  logic dec_pc_mux,
    input  logic [data_mem_data_bits-1:0] alu_out,
    input  logic [prog_mem_addr_bits-1:0] current_pc,
    output logic [prog_mem_addr_bits-1:0] next_pc
);
    logic [2:0] nzp_reg;
    always_ff @(posedge clk) begin
        if (reset) begin
            nzp_reg <= 3'b0;
            next_pc <= '0;   
        end
        else if (enable) begin
            if (core_state == 3'b110) begin
                if (nzp_write_en) begin
                    nzp_reg <= alu_out[2:0];
                end
                if (dec_pc_mux) begin
                    if ((nzp_reg & dec_nzp) != 0) begin
                        next_pc <= dec_imm;
                    end else begin
                        next_pc <= current_pc + 1'b1;  
                    end
                end else begin
                    next_pc <= current_pc + 1'b1;  
                end
            end
        end
    end
endmodule
</file>
<file path="flow/run.sh">
#!/bin/bash
# OpenROAD 26Q1-2900-gdf79404cd8, Yosys 0.63+post, stock flow scripts
make -C /OpenROAD-flow-scripts/flow DESIGN_CONFIG=/design/flow/config.mk WORK_HOME=/design/flow/orfs finish
</file>
<file path="flow/config.mk">
export PLATFORM = sky130hd
export DESIGN_NAME = pc
export DESIGN_NICKNAME = pc
export VERILOG_FILES = /design/flow/design.v
export SDC_FILE = /design/flow/constraint.sdc
export NUM_CORES = 4
export LEC_CHECK = 1
export CORE_AREA = 10 10 70 70
export DIE_AREA = 0 0 80 80
</file>
<file path="flow/constraint.sdc">
current_design pc

set clk_period 1.8
set clk_io_pct 0.2

create_clock -name clk0 -period $clk_period [get_ports {clk}]

set non_clock_inputs [all_inputs -no_clocks]
set_input_delay [expr $clk_period * $clk_io_pct] -clock clk0 $non_clock_inputs
set_output_delay [expr $clk_period * $clk_io_pct] -clock clk0 [all_outputs]
</file>
==> results.cfg <==
; yosys + openroad results
[critical_path]
worst-setup-path-type = in -> reg
cp-start-kind = input pin
cp.arrival_ns = 1.83
crit_slowest_cell = a222oi_1
path_cells = clkdlybuf4s50_1 -> a222oi_1 -> nor2b_1 -> a41oi_1 -> o21ai_1
worstPathRequired_ns = 1.95
crit_path_end_kind = register
cp_max_fo = 8
slowest_delay_ns = 0.47

[place]
place_inst = 159
post-place-ws_ns = -0.148
gp_congestion = 0.841
place_area_mm2 = 0.00104
hpwl_mm = 1.72
portBuffers = 37

[die]
die_w_um = 80
dieHeight_um = 80
rows = 21
dieArea_mm2 = 0.00640
io_pins = 43
core_mm2 = 0.00342
fp-utilization_pct = 17.4

[clock_tree]
root_buffer = clkbuf_4
path_clk_slew_ns = 0.07
cts.repair.resized = 0
post_cts_buffers = 0
holdBufCountCts = 0
cts_tree = yes
insertion_delay_ns = 0.26
cts_max_level = 1
cts_buffers = 3
cts.sinks = 11
cts_buffer_depth = 2

[logic_synthesis]
ys_seq_elements = 11
ys_seq_share_pct = 37.0
ys_cells = 75
syn_inst = 75
ys_types = 24
common_cells = dfxtp_1 (11), nand2_1 (11), nand3_1 (6)
ys.warnings.count = 1
top_area_share_pct = 37.0
area_leaders = dfxtp_1 (37%), xnor2_1 (7.4%), nand2_1 (6.9%)
edf_count = 0
yosysChipArea_um2 = 596
ys_async_sr_fraction_pct = 0
syn_area_per_cell_um2 = 7.94
synth_area_um2 = 596
ys.flop_type = dfxtp_1
yosysTopAreaCell = dfxtp_1

[pwr]
internal-power_mw = 0.418
p_clk_share_pct = 30.8
p_per_area_mw_per_mm2 = 507
ir_drop_mv = 0.162
finalPower_mw = 0.540
power_frac_seq_pct = 46.5
switching_share_pct = 22.7
switchingPower_mw = 0.123
combinationalPowerShare_pct = 22.7
total_leakage_power_nw = 0.373

[detailed_routing]
wl_per_cell_um = 12.3
routed-via-count = 678
drt_iter0_drc = 19
ant_nets = 0
drt_wl_total_mm = 2.01
drc = 0
vias_per_cell = 4.16
firstDrtPassIters = 4
antenna_cells = 0

[layout]
post-route-util_pct = 31.2
drive_above_1_share_pct = 5.98
largest_reg_flops = 8
register_area_um2 = 220
layoutNonFillerInstCount = 163
syn2layout_area_growth_pct = 79.0
fill_cells = 356
fin_area_mm2 = 0.00107
comb_area_um2 = 354

[grt]
antenna_found_initial = 0
grt-ovfl-total = 0
grt_pass1_vias = 710
grt_max_degree = 11
grt_pass1_wl_mm = 3.22
grt_usage_pct = 6.22

[hold_path]
worstHoldPathType = reg -> reg

[job]
warning_count = 30
drv_cap = 0

[final_timing]
maxSlewHeadroom_pct = 62.3
finalSetupViolCount = 0
clock_skew_ns = 0.00291
fmax_mhz = 595
finalSetupTns_ns = 0
hold_viol = 0
hold_ws_ns = 0.458
fin_crit_ns = 1.68
rsz0062_at_grt = no
report.final.slew_viol_count = 0
finalWorstSetupSlack_ns = 0.119
finalClockPeriodUsage_pct = 93.4
tightest_slew_ns = 0.564

[run_status]
status = complete, no violations
power by group through the flow:
stage	clock network (mW)	registers (mW)	logic, mW
final	0.167	0.251	0.123
after global routing	0.185	0.252	0.134
after CTS	0.173	0.251	0.124
worst max-delay path, delay by kind of cell:
family / cells / cell delay [ns]
AND/OR/NAND/NOR: 1 / 0.25
buffers and inverters: 1 / 0.40
AND-OR/OR-AND: 3 / 0.83
path summary, 6_finish.rpt:
| check | from | to | slack, ns | depth (start not counted) |
|---|---|---|---|---|
| setup / recovery | dec_nzp[0] | next_pc[7]$_SDFFE_PP0P_ | 0.12 | 5 |
| hold / removal | next_pc[2]$_SDFFE_PP0P_ | next_pc[2]$_SDFFE_PP0P_ | 0.46 | 2 |
| setup reg to reg | nzp_reg[0]$_SDFFE_PP0P_ | next_pc[7]$_SDFFE_PP0P_ | 0.32 | 4 |
| hold reg to reg | next_pc[2]$_SDFFE_PP0P_ | next_pc[2]$_SDFFE_PP0P_ | 0.46 | 2 |
kinds of logic (layout without fill, tap and decap cells):
logic type,Yosys count,after routing,share of synthesized area (%)
flops,11,11,37.0
compound gates,20,20,21.8
simple gates,32,32,26.7
xor+xnor,6,6,8.82
fa+ha+maj,1,1,2.10
buf+inv,5,47,3.57
routing by layer:
metal	vias up	part of all wire (%)	GRT usage, %
met5	-	0	0
met4	0	0	0.704
met3	0	12	3.75
met2	32	40	8.35
met1	289	48	8.54
li1	357	-	-
area by class of cell:
class	instances	share of cell area, %
multi-input combinational	59	33.2
clock buffer	4	2.46
sequential	11	20.7
inverter	2	0.704
tap	46	5.40
timing repair buffer	41	37.6
cells in the final DEF (no fill, tap or decap):
master and count:
a21oi_1 5, a222oi_1 1, a31oi_1 2, a32oi_1 2
a41oi_1 2, and3_1 2, and4b_1 1, buf_4 4
clkbuf_1 1, clkbuf_4 3, clkdlybuf4s50_1 37, dfxtp_1 11
ha_1 1, inv_1 2, nand2_1 11, nand2b_1 4
nand3_1 6, nand4_1 1, nand4b_1 1, nor2_1 5
nor2b_1 1, o21ai_0 2, o21ai_1 4, o221ai_1 2
xnor2_1 5, xor2_1 1
No activity file was given, so power comes from the tool's default toggle rates.
