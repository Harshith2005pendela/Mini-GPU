<file path="flow/design.v">
`default_nettype none
`timescale 1ns/1ns
module alu (
    input wire clk,                              
    input wire reset,                            
    input wire enable,                           
    input logic [2:0] core_state,                
    input logic [1:0] alu_op_code,    
    input logic dec_alu_out_mux,                 
    input logic [data_length-1:0] rs,            
    input logic [data_length-1:0] rt,            
    output logic [data_length-1:0] alu_out       
);
    localparam data_length = 8;                  
    localparam ADD = 2'b00,                      
               SUB = 2'b01,                      
               MUL = 2'b10,                      
               DIV = 2'b11;                      
    localparam EXECUTE_STAGE = 3'b101;          
	 logic [data_length-1:0] alu_result;         
    logic [2:0] nzp_flags;                       
    assign nzp_flags = { (rs < rt), (rs == rt), (rs > rt) };
    always_comb begin
        case (alu_op_code)  
            ADD: alu_result = rs + rt;                               
            SUB: alu_result = rs - rt;                               
            MUL: alu_result = rs * rt;                               
            DIV: alu_result = (rt != 0) ? (rs / rt) : {data_length{1'b1}};                  
            default: alu_result = {data_length{1'b0}};              
        endcase
    end
    always_ff @(posedge clk) begin
        if (reset) begin
            alu_out <= {data_length{1'b0}};
        end
        else if (enable && (core_state == EXECUTE_STAGE)) begin
            alu_out <= dec_alu_out_mux ? 
                       {{(data_length-3){1'b0}}, nzp_flags} :   
                       alu_result;                               
        end
    end
endmodule
</file>
<file path="flow/run.sh">
#!/bin/bash
# OpenROAD 26Q1-2900-gdf79404cd8, Yosys 0.63+post, stock flow scripts
make -C /OpenROAD-flow-scripts/flow DESIGN_CONFIG=/design/flow/config.mk WORK_HOME=/design/flow/orfs finish
</file>
<file path="flow/config.mk">
export PLATFORM = sky130hd
export DESIGN_NAME = alu
export DESIGN_NICKNAME = alu
export VERILOG_FILES = /design/flow/design.v
export SDC_FILE = /design/flow/constraint.sdc
export NUM_CORES = 4
export LEC_CHECK = 1
export CORE_UTILIZATION = 50
</file>
<file path="flow/constraint.sdc">
current_design alu

set clk_period 17.1
set clk_io_pct 0.2

create_clock -name clk0 -period $clk_period [get_ports {clk}]

set non_clock_inputs [all_inputs -no_clocks]
set_input_delay [expr $clk_period * $clk_io_pct] -clock clk0 $non_clock_inputs
set_output_delay [expr $clk_period * $clk_io_pct] -clock clk0 [all_outputs]
</file>
==> results.yml <==
# synthesis and place-and-route metrics
place:
  hpwl_um: 7810
  io_buffers: 32
  gp_congestion: 0.949
  post-place-ws_ns: 2.47
  placed_cells: 580
layout:
  reg_top3: "alu_out (8)"
  finalNonFillerCells: 583
  comb_area_um2: 3210
  largest_register_ffs: 8
  layout-drive-gt1-share_pct: 5.54
  fill_cells: 686
  register_area_um2: 160
  top_register: "alu_out"
  syn_to_final_growth_pct: 11.4
logic_synthesis:
  top_cells_by_count: "ha_1 (70), inv_1 (44), nand2_1 (41)"
  yosys_warnings: 1
  top_cell: "ha_1"
  yosysTopAreaCell: "ha_1"
  yosys_most_used_dff: "dfxtp_1"
  synth_cell_types: 63
  ys_ff: 8
  yosysTopAreaCellShare_pct: 24.2
  ys_chip_area_um2: 3620
  synth-edff-count: 0
  syn-cell-area_um2: 3620
  yosysCellCount: 465
  synth.avg_cell_area_um2: 7.78
  async_flop_share_pct: 0
  synth_cells: 465
  top_cells_by_area: "ha_1 (24%), fa_1 (7.7%), xnor2_1 (7.7%)"
  synth_seq_share_pct: 4.43
flow_run:
  cap_violations: 0
  log.warning_count: 37
die:
  io_pins: 33
  die_w_um: 87.1
  dieArea_um2: 7580
  die_h_um: 87.1
  rows: 30
  core_area_um2: 6910
  initCoreUtil_pct: 52.4
final_timing:
  drv_slew: 0
  tightest_slew_ns: 0.840
  fin_crit_sh_pct: 84.4
  period_minus_slack_ns: 14.43
  tns_ns: 0
  rsz0062_at_grt: "false"
  skew_ns: 0
  report.final.setup_viol: 0
  hold_viol: 0
  fmax_mhz: 69.3
  slew_headroom_pct: 43.8
  fin_ws_ns: 2.67
detailed_routing:
  antennaDiodeCount: 0
  viasPerCell: 5.71
  wl_um: 9590
  first_pass_iters: 4
  ant_nets: 0
  vias: 3330
  drc_errors: 0
  drt_iter0_drc: 131
  wire_per_inst_um: 16.4
clock_network:
  cts_sinks: 8
  cts_buffers: 3
  htree_levels: 1
  cts-root-buf: "clkbuf_8"
  post_cts_resized: 0
  hold_buffers: 0
  clk_latency_ns: 0.23
  path_clk_slew_ns: 0.04
  cts_tree: "done"
  clockBufferDepth: 2
  postCtsSetupBuffers: 0
run_status:
  outcome: "finished, final reports clean"
power:
  power_uw: 203
  leakagePower_nw: 1.84
  irDropWorstVdd_mv: 0.0223
  p_per_area_nw_per_um2: 50.3
setup_path:
  critical_path_class: "in -> reg"
  path_max_fanout: 11
  arrival_ns: 14.53
  cp-start-kind: "primary input"
  max_stage_delay_ns: 0.68
  cpMostUsedCell: "ha_1"
  ff2ff_path_depth: 3
  critPathRequiredTime_ns: 17.21
  crit_slowest_cell: "nor3_1"
  endpoint_kind: "flip-flop"
global_routing:
  grt_max_degree: 25
  grt_overflow: 0
  grt_pass1_wl_um: 16000
  antenna_found_initial: 0
  grt_util_all_layers_pct: 27.9
  first_global_vias: 3237
min_path:
  worstHoldPathType: "reg -> reg"
  hold_depth: 2
metrics by stage:
step	hold slack, ns	utilization (%)	cell area, µm²
2_1_floorplan	0.401	-	3620
3_3_place_gp	0.446	57.7	3990
3_5_place_dp	0.448	57.7	3990
4_1_cts	0.457	58.3	4030
5_1_grt	0.487	58.3	4030
6_report	0.451	58.3	4030
worst paths after layout:
| kind | start | endpoint | slack [ns] |
|---|---|---|---|
| setup / recovery | rt[7] | alu_out[0] | 2.67 |
| hold / removal | alu_out[6] | alu_out[6] | 0.45 |
| setup reg to reg | alu_out[7] | alu_out[7] | 16.20 |
| hold reg to reg | alu_out[6] | alu_out[6] | 0.45 |
final cells by class:
| type | instances | share of cell area, % |
|---|---|---|
| flip-flops and latches | 8 | 3.98 |
| well taps | 96 | 2.98 |
| inverters | 44 | 4.10 |
| repair buffers | 33 | 8.14 |
| multi-input cells | 399 | 79.8 |
| clock buffers | 3 | 1.02 |
metal layers:
layer / track usage (%) / wire, µm / vias to the layer above
met5: 0 / 0 / -
met4: 4.85 / 230 / 0
met3: 2.88 / 523 / 22
met2: 45.1 / 4230 / 85
met1: 41.1 / 4600 / 1515
li1: - / - / 1708
report_power, final:
part           internal (mW)  switching [mW]
sequential            0.0191        0.000176
combinational         0.0741          0.0870
clock                 0.0152         0.00707
cells in the final DEF, fill, tap and decap left out, types with 2 or more instances in the layout:
| cell | n |
|---|---|
| dfxtp_1 | 8 |
| a21o_1 | 12 |
| o31ai_2 | 2 |
| o211ai_1 | 2 |
| nor2b_1 | 9 |
| o21ai_0 | 22 |
| o221ai_1 | 2 |
| or3_1 | 5 |
| fa_1 | 14 |
| nor2_1 | 37 |
| or2_2 | 2 |
| o21bai_1 | 4 |
| a22o_1 | 3 |
| o22ai_1 | 6 |
| a31oi_1 | 7 |
| a211oi_1 | 5 |
| and2_1 | 9 |
| o2111ai_1 | 2 |
| mux2i_1 | 3 |
| nor4_1 | 4 |
| nor3_1 | 14 |
| mux2_2 | 4 |
| xnor2_1 | 32 |
| clkbuf_8 | 3 |
| clkdlybuf4s50_1 | 32 |
| o221a_2 | 2 |
| nand4_1 | 3 |
| nand3_1 | 3 |
| a311oi_1 | 2 |
| mux2_4 | 3 |
| nand4b_1 | 2 |
| ha_1 | 70 |
| nand2b_1 | 2 |
| xor2_1 | 5 |
| nand2_1 | 41 |
| o21a_1 | 13 |
| a21oi_1 | 28 |
| o211a_1 | 2 |
| inv_1 | 44 |
cell families after synthesis:
group / count (synthesis) / synth area share [%]
compound gates: 131 / 26.0
xor+xnor: 37 / 8.96
fa+ha+maj: 84 / 32.0
buf+inv: 58 / 6.71
flops: 8 / 4.43
mux: 11 / 3.94
simple gates: 136 / 18.0
critical path, delay by kind of cell:
kind,cells,cell delay [ns]
and+or+nand+nor,6,1.90
muxes,3,1.10
AOI/OAI and AO/OA,26,5.17
adders and majority gates,7,2.07
buffers and inverters,3,0.88
No activity file was given, so power comes from the tool's default toggle rates.
