## flow/config.mk

```make
export PLATFORM = sky130hd
export DESIGN_NAME = lsu
export DESIGN_NICKNAME = lsu
export VERILOG_FILES = /design/flow/design.v
export SDC_FILE = /design/flow/constraint.sdc
export NUM_CORES = 4
export LEC_CHECK = 1
export CORE_UTILIZATION = 30
```

## flow/constraint.sdc

```tcl
current_design lsu

set clk_period 2.8
set clk_io_pct 0.2

create_clock -name clk0 -period $clk_period [get_ports {clk}]

set non_clock_inputs [all_inputs -no_clocks]
set_input_delay [expr $clk_period * $clk_io_pct] -clock clk0 $non_clock_inputs
set_output_delay [expr $clk_period * $clk_io_pct] -clock clk0 [all_outputs]
```

## flow/design.v

```verilog
`default_nettype none
`timescale 1ns/1ns
module lsu #(
    parameter data_length = 8
) (
    input  logic clk,
    input  logic reset,
    input  logic enable,
    input  logic [2:0] core_state,
    input  logic dec_mem_read_en,
    input  logic dec_mem_write_en,
    input  logic [data_length-1:0] rs,
    input  logic [data_length-1:0] rt,
    input  logic mem_get_read,
    output logic [data_length-1:0] mem_read_address,
    output logic mem_ask_read,
    input  logic [data_length-1:0] mem_read_data,
    input  logic mem_get_write,
    output logic [data_length-1:0] mem_write_address,
    output logic mem_ask_write,
    output logic [data_length-1:0] mem_write_data,
    output logic [1:0] lsu_state,
    output logic [data_length-1:0] lsu_out
);
    typedef enum logic [1:0] {
        IDLE       = 2'b00,
        REQUESTING = 2'b01,
        WAITING    = 2'b10,
        DONE       = 2'b11
    } state_t;
    state_t lsu_state_internal;
    assign lsu_state = lsu_state_internal;
    always_ff @(posedge clk) begin
        if (reset) begin
            lsu_state_internal <= IDLE;
            lsu_out            <= '0;
            mem_ask_read       <= 1'b0;
            mem_read_address   <= '0;
            mem_ask_write      <= 1'b0;
            mem_write_address  <= '0;
            mem_write_data     <= '0;
        end
        else if (enable) begin
            mem_ask_read  <= 1'b0;
            mem_ask_write <= 1'b0;
            case (lsu_state_internal)
                IDLE: begin
                    if (core_state == 3'b011) begin   
                        lsu_state_internal <= REQUESTING;
                    end
                end
                REQUESTING: begin
                    if (dec_mem_read_en) begin
                        lsu_state_internal <= WAITING;
                        mem_ask_read     <= 1'b1;
                        mem_read_address <= rs;
                    end
                    else if (dec_mem_write_en) begin
                        lsu_state_internal <= WAITING;
                        mem_ask_write     <= 1'b1;
                        mem_write_address <= rs;
                        mem_write_data    <= rt;
                    end
                end
                WAITING: begin
                    if (dec_mem_read_en && mem_get_read) begin
                        lsu_out           <= mem_read_data;
                        lsu_state_internal <= DONE;
                    end
                    else if (dec_mem_write_en && mem_get_write) begin
                        lsu_state_internal <= DONE;
                    end
                end
                DONE: begin
                    if (core_state == 3'b110) begin   
                        lsu_state_internal <= IDLE;
                    end
                end
            endcase
        end
    end
endmodule
```

## flow/run.sh

```bash
#!/bin/bash
# OpenROAD 26Q1-2900-gdf79404cd8, Yosys 0.63+post, stock flow scripts
make -C /OpenROAD-flow-scripts/flow DESIGN_CONFIG=/design/flow/config.mk WORK_HOME=/design/flow/orfs finish
```

==> notes.md <==
Results of the flow run.

The run finished with clean final reports. After synthesis, the cell types taking the most area are dfxtp_1, nand2_1, a21oi_1. In this run the worst hold path is classified as flop to flop. Yosys instantiated no cell more often than nand2_1. The netlist uses 23 different library cells. Per the placement report, the placed cell count is ~290.

STA classifies the critical path endpoint as a flop. Clock tree synthesis selected as its root buffer the cell clkbuf_8. After global routing, the most crowded layer is met2. The starting density of the core stands at a little under a third.

The stage-log warning count stands at 28. The number of hold buffers added after cts stands at 0. The slack of the worst reg-to-reg path stands at approximately 1.1 ns. After synthesis, flip-flops and latches occupy about half of the total area. In this design, the largest share of critical-path delay is due to simple AND/OR/NAND/NOR gates.

In this build the clock could be raised as far as 0.535 GHz. The critical path maximum fanout is 17. For reference, compound AND-OR and OR-AND cells occupy between 15 and 20% of the area reported after synthesis.

Hold analysis lists the worst path endpoint as lsu_out[4]. The parity-gate share of the synthesized area counting xor and xnor cells stands at 0%. The final layout report lists a filler cell count of 450. The largest clock skew in the final design stands at ~0.0024 ns. Looking at the post-CTS report, the setup buffer insertion count equals 0. The launch point of the worst min-delay path is recorded as lsu_out[4]. The synthesized design contains 36 register bits. The script parses the final routing iteration and logs DRC violations as 0. The slowest stage of the critical path is the and4b_1 cell. By startpoint and endpoint, the worst setup path is classified as input pin to flop. The number of hold violations in the final report stands at 0. The actual transition at the worst max-transition pin stands at about 0.63 ns. The number of global-route vias before repair came to 1271. Of the total synthesized cell area, the portion taken by full adders, half adders and majority gates is under 10%. The H-tree level count stands at 2.

The average instance area after synthesis stands at between 8 and 9 µm². Data on the critical path is required at its endpoint by 3.01 ns. In the CTS report, the clock slew at the register clock pins of the worst setup and hold paths is listed as around 0.07 ns. Headroom to the max-slew limit came out at between 50% and 60%. Global routing used roughly 24% of the available met2 tracks.

From left edge to right edge, the die measures 70.7 µm. The met1 routing resource usage after global routing stands at roughly 20%. The post-place instance area stands at around 2100 µm². Grouping non-sequential cells by family puts the most area in simple AND/OR/NAND/NOR gates. No sink is reached through more buffers than the 2 on the longest clock path. The critical path arrival stands at 2.08 ns. Final hold analysis gives a worst-case slack of 0.454 ns. Summed over all instances, the cell type with the most area after synthesis is dfxtp_1.

The synthesized design devotes to its leading area cell type between 50 and 60% of total area. The overall fraction of global-route tracks in use stands at 14.4%. Entering global routing, the biggest net connects 37 pins. The number of buffers and inverters on the critical path stands at 1. The portion of synthesized area spent on multiplexers is 0%. In this run, synthesis inferred 0 flip-flops with an integrated enable. Before antenna repair, the detailed router went through 21 iterations. The final cell count without fillers stands at 295. The cell area power density stands at 439 nW/µm². The initial antenna violation count stands at 0.

Global routing consumed, on the met3 layer, 2.75% of the routing resources. The synthesis report gives the async set-or-reset register share as 0%. The synthesized netlist occupies a cell area of 1420 µm². The per-cell via count in the routed design stands at about 4.6.

The number of top-level pins stands at ~70. STA shows the worst reg2reg path with a cell count of 5. The share of cells above drive strength 1 stands at slightly above 4%. For the final routed database, the setup TNS stands at 0 ns. The initial DRC count stands at 53. After global routing the overflow that remains totals 0. The routed wire length per instance stands at around 12 µm. The worst voltage drop across the vdd grid stands at between 0.2 and 0.3 mV. The first global-routing pass estimated 5680 µm of wire.

Looking at the reg2reg group, the worst path starts from lsu_state_internal[1]. The post-cts gate resize count stands at 0. Pins over their slew limit in the final report were tallied at 0.

The finished layout reports a core utilization of approximately half. The number of input and output port buffers inserted stands at roughly 70. The delay of the slowest cell on the worst path stands at between 0.7 and 0.8 ns. Post-synth the commonest register cell is dfxtp_1.

The run reported a max-capacitance violation count of 0. Setup violations remaining at the end of the flow were counted as 0. Summing the areas of all and, or, nand and nor instances in the mapped netlist gives 24.8% of the synthesized area. Setup repair after global routing left no endpoint under its margin. The gate count of the mapped netlist stands at around 170. The die outline area stands at between 4000 and 5000 µm². Per the timing report, the most critical flop-to-flop path finishes at mem_write_data[4]. The via count stands at 1361. The standard-cell row count stands at 24. TritonCTS built the clock tree. Relative to the synthesized area, the layout overhead comes to 56.5%. Ranked by instance count, the synthesized netlist is headed by nand2_1, dfxtp_1, a21oi_1. The warning tally printed by Yosys for this design is 1.

The latest clock arrival within the worst-skew pair stands at 0.28 ns. The clock period could shrink to between 1.5 and 2 ns. The standard cell core area stands at between 4000 and 5000 µm². The number of buffers created by CTS stands at 5. The summed area of non-filler cells in the final layout stands at 2210 µm². In this run the vertical extent of the chip is ~70 µm. For this design the static power due to leakage is between 0.7 and 0.8 nW. The detailed router reported a total wirelength of ~3400 µm.

The final clock period utilization by the worst path stands at roughly 67%. The placer congestion estimate stands at 0.793. The cell count of the worst hold path stands at 2. Listed in order, past its start point the critical path passes clkdlybuf4s50_1 -> and4b_1 -> nand2_1 -> a21oi_1. The tree built by TritonCTS fans out to 36 sinks. The synth_stat.txt file lists the number of cells as approximately 170. The diode insertion count for antenna repair stands at 0.

The post-synthesis chip area from yosys stands at approximately 1400 µm². The placed wire-length estimate stands at about 2400 µm. STA classifies the critical path startpoint as an input pin. In this run the remaining antenna-violating nets after routing total 0.
area by class of cell:
cell class              instances  area (µm²)  share of cell area, %
clock buffers                   6        72.6                   3.28
clock inverters                 1        5.00                  0.226
inverters                       3        11.3                  0.508
multi-input cells             126         634                   28.6
flip-flops and latches         36         721                   32.5
well taps                      52        65.1                   2.94
repair buffers                 71         706                   31.9
cells in the final DEF, fill, tap and decap left out, types with 2 or more instances in the layout:
cell             netlist  layout
clkdlybuf4s50_1        0      69
nand2_1               65      65
dfxtp_1               36      36
a21oi_1               35      35
nor2_1                 7       7
clkbuf_8               0       5
ha_1                   4       4
inv_1                  3       3
nand4_1                3       3
buf_4                  1       2
metal layers:
metal  part of all wire [%]  up-vias
met4                    1.1        0
met5                      0        -
met1                     45      591
met2                     46       47
met3                    7.4        5
li1                       -      718
registers in the layout, summed over array words and instances, names as in the netlist:
name and cells:
mem_ask_read 1, mem_write_address 8, mem_ask_write 1, lsu_state_internal 2
mem_read_address 8, mem_write_data 8, lsu_out 8
power by group:
group / total [W] / switching, W / internal (W)
clock network: 0.000335 / 0.000166 / 0.000169
registers: 0.000524 / 0.00000503 / 0.000519
logic: 0.000114 / 0.0000442 / 0.0000696
total: 0.000973 / 0.000216 / 0.000758
kinds of logic after synthesis:
kind of cell,after synthesis
compound gates,40
fa+ha+maj,4
buf+inv,12
flops,36
simple gates,82
how the worst max path moves through the flow:
| stage | slack (ns) | cells after the start | to | from |
|---|---|---|---|---|
| 4_1_cts | 0.93 | 4 | mem_write_address[7] | dec_mem_read_en |
| 5_1_grt | 0.80 | 4 | mem_write_address[0] | dec_mem_read_en |
| 6_report | 0.93 | 4 | mem_write_data[4] | dec_mem_read_en |
stage by stage:
stage,total power (W),setup WS [ns]
floorplan,0.000578,1.41
global placement,0.000652,0.682
detailed placement,0.000651,0.634
CTS,0.000991,0.933
global route,0.00102,0.801
finish,0.000973,0.929
worst register-to-register path: cells and delay by family (launching register included):
kind                       cells  cell delay [ns]
buffers and inverters          1             0.10
and+or+nand+nor                2             0.78
AOI/OAI and AO/OA              1             0.14
adders and majority gates      1             0.28
DFF                            1             0.34
Power figures rest on the tool's default switching activity, not on a simulated workload.
